File: design/flow/run.sh
#!/bin/bash
# OpenROAD 26Q1-2900-gdf79404cd8, Yosys 0.63+post, stock flow scripts
make -C /OpenROAD-flow-scripts/flow DESIGN_CONFIG=/design/flow/config.mk WORK_HOME=/design/flow/orfs finish
File: design/flow/design.v
module stopwatch_controller(input CLK, input RST, input SS, input CS, input SA, output ADDLATCH, output ME, output MW, output MEMLATCH, output LD, output E, output CLR, output MUXC);
reg [3:0] state;
wire SS_int;
wire CS_int;
wire SA_int;
initial begin
	state = 0;
end
localparam S0 = 0, S1 = 1, S2 = 2, S3 = 3, S4 = 4, S5 = 5, S6 = 6, S7 = 7, S8 = 8, S9 = 9;
assign ME = 1'b0;
assign E = (state == S0 || state == S3 || state == S4 || state == S5 );
assign MUXC = !(state == S6 ||state == S7 || state == S8);
assign ADDLATCH = (state == S4 || state == S7);
assign MEMLATCH = (state == S6);
assign LD = (state != S8);
assign MW = (state != S5);
assign CLR = !(state == S0 || state == S9 || state == S2);
debounce SS_PB(.sig_in(SS), .CLK(CLK), .reset(RST), .sig_out(SS_int));
debounce CS_PB(.sig_in(CS), .CLK(CLK), .reset(RST), .sig_out(CS_int));
debounce SA_sig(.sig_in(~SA), .CLK(CLK), .reset(RST), .sig_out(SA_int));					 
always @(negedge CLK) begin
	if (!RST)
		state <= S0;
	else begin
		case (state)
			S0:
				state <= S9;
			S1:
				if (SS_int)
					state <= S2;
				else if (CS_int)
					state <= S7;
			S2:
				state <= S3;
			S3:
				if (SS_int)
					state <= S1;
				else if (SA_int)
					state <= S4;
			S4:
				state <= S5;
			S5:
				state <= S3;
			S6:
				if (SS_int)
					state <= S8;
				else if (CS_int)
					state <= S1;
				else if (SA_int)
					state <= S7;
			S7:
				state <= S6;
			S8:
				state <= S3;
			S9:
				state <= S1;
			default:
				state <= S0;
		endcase
	end
end
endmodule
module debounce (input sig_in, input CLK, input reset, output sig_out);
	reg D1;
	reg D2;
	always @ (posedge CLK) begin				 
		if (!reset) begin
			D1 <= 1;
			D2 <= 1;
		end
		else begin
			D1 <= sig_in;							 
			D2 <= D1;
		end
	end
	assign sig_out = !D1 & D2;
endmodule
File: design/flow/config.mk
export PLATFORM = sky130hd
export DESIGN_NAME = stopwatch_controller
export DESIGN_NICKNAME = stopwatch_controller
export VERILOG_FILES = /design/flow/design.v
export SDC_FILE = /design/flow/constraint.sdc
export NUM_CORES = 4
export LEC_CHECK = 1
export CORE_AREA = 10 10 83 83
export DIE_AREA = 0 0 93 93
File: design/flow/constraint.sdc
current_design stopwatch_controller

set clk_period 2.3
set clk_io_pct 0.2

create_clock -name clk0 -period $clk_period [get_ports {CLK}]

set non_clock_inputs [all_inputs -no_clocks]
set_input_delay [expr $clk_period * $clk_io_pct] -clock clk0 $non_clock_inputs
set_output_delay [expr $clk_period * $clk_io_pct] -clock clk0 [all_outputs]
==> notes.md <==
run results: total CTS buffers=3, Setup Skew=79.7 ps, width of the die=between 90 and 100 um, largest net degree at the start of global routing=8, Final HPWL DP=approximately 1200 um, drt total wl=1790 um, leak pwr=around 0.47 nW, # Cells Yosys=66, Crit Path Max Fanout=4, internal power=between 500 and 600 uW, first-pass GRT wire length=around 3000 um, DRT Pass-1 Iters=4, post-route DRC violation count=0, vias per cell=approximately 3.5, Total Routing Usage GR=4.13%, Critical Setup Path Class=reg2out, Final Slew Violations=0, hold slack=about 440 ps, routed via count=630, Sinks on Clock Net=10, top cells, area=dfxtp_1 (36%), nand2b_1 (6.8%), buf_6 (4.1%), Clock Pin Slew Worst Setup and Hold Paths=50 ps, # rows=26, Mapped Area=about 550 um2, Crit. Startpoint=state[2], GR peak layer=met2, fraction of layout cells with a size suffix above 1=53.2%, final hold violation count=0, Flops after synth=10, worst min path class=reg2reg, Seq/Total Area, Yosys=between 30% and 40%, register share of total power=29.7%, met1 Use GR=between 5 and 6%, worst skew pair latency=roughly 310 ps, Inserted Diodes=0, ANT nets after route=0, grt met2 use=between 6 and 7%, fillcell total=583, initial antenna violation count=0, fp_density=roughly 11%, Avg Inst Size Synth=8.40 um2, chip area estimate from yosys synthesis=about 550 um2, Area Growth Syn to Fin=94.1%, vias in the first global route=slightly above 600, MaxCap Viol Count=0, # H-tree levels=1, Critical Path RT=around 1800 ps, GRT overflow=0, Post-Synthesis Cells=between 60 and 70, Max-area cell share=~36%, Tool Warnings=32, core area=~5000 um2, Clk pwr share=between 30% and 40%, final setup TNS=-3270 ps, placed cell count=roughly 160, Max VDD drop=0.347 mV, Sw Share=between 20% and 30%, Hold Crit Start=SA_sig.D1, CTS tree=built, cell type with the largest total area=dfxtp_1, status=finished with violations, final setup fails=7, Unique masters post-synth=32, DR iter-0 viols=~110, Critical R2R Launch=SS_PB.D1, Worst EP arrival=2360 ps, Root Driver=clkbuf_8, P_sw=~180 uW, dominant logic cell type in the layout=buf_4, I/O Buffers=11, RePlAce Congestion=just over 0.8, CP startpoint kind=register, RSZ-0062 raised after global routing=true, Non-Filler Instances=roughly 180, Ports=13, CP Capture Type=output pin, Warnings, synthesis=2, Cell Pwr Density=approximately 640 nW/um2, failing checks=negative setup slack, chip height=93 um, Final WS setup=-517 ps, maximum clock insertion buffer count=2, M3 GR Usage=around 1.1%, wire length per cell=between 10 and 15 um, Top Layout Cells=buf_4 (23), buf_6 (10), dfxtp_1 (6), nand2b_1 (6), Gate power share=about a third, Die ar.=8650 um2
worst max-delay path, stage by stage, from the launching register on:
cell and delay, ps:
dfxtp_4 340, buf_6 110, nand2b_4 140, xnor2_2 130, nor2_1 80, buf_2 110
cell families after synthesis:
group / Yosys count / synth area share (%)
AOI/OAI and AO/OA: 14 / 17.6
other: 1 / 0.677
buffers and inverters: 9 / 10.2
and+or+nand+nor: 31 / 33.9
DFF: 10 / 36.1
xor gates and xnor gates: 1 / 1.58
metal layers:
metal	vias to the layer above	wire [um]	share of wire, %
met5	-	0	0
li1	312	-	-
met3	0	110	6.1
met2	23	808	45
met1	295	873	49
met4	0	0	0
area by class of cell:
class,count,area (um2),area share (%)
Inverter,2,7.51,0.698
Timing Repair Buffer,42,350,32.6
Clock inverter,5,32.5,3.02
Clock buffer,3,41.3,3.84
Sequential cell,10,215,20.0
Multi-Input combinational cell,47,342,31.7
Tap cell,70,87.6,8.14
final timing paths:
check                                  to  slack [ps]  depth (start not counted)
worst max-delay path                    E        -520                          5
worst min register to register  SA_sig.D2         440                          1
worst min-delay path            SA_sig.D2         440                          1
worst max register to register   state[1]          50                          4
power groups by stage:
stage	sequential [mW]	combinational [mW]	clock, mW
6_report	0.205	0.219	0.266
5_1_grt	0.206	0.238	0.288
4_1_cts	0.204	0.209	0.272
registers in the layout (all words and copies together), names as in the netlist:
name / count
CS_PB.D1: 1
CS_PB.D2: 1
SA_sig.D1: 1
SA_sig.D2: 1
SS_PB.D1: 1
SS_PB.D2: 1
state: 4
synthesized netlist by cell type:
library cell / n
o2111a_1: 1
o21ai_0: 3
buf_4: 1
o21ai_1: 1
nand2b_4: 1
buf_6: 2
conb_1: 1
xnor2_1: 1
nor2_1: 4
o21bai_1: 1
o31ai_1: 1
nor2b_2: 1
nor3_1: 1
nor2b_1: 2
o2111ai_1: 1
dfxtp_1: 10
nand2_1: 4
and3_1: 1
nor4_1: 2
and2_4: 1
nor3b_1: 1
inv_1: 3
nand3b_1: 2
a21oi_1: 2
nand2b_1: 6
a211oi_1: 1
o21a_1: 1
and2_2: 1
o31a_1: 2
nand3_1: 3
buf_2: 3
and3_2: 1
through the flow:
stage                     util [%]  power [mW]  setup WS [ps]  instance area, um2
after detailed placement      16.8       0.390           -554                 865
after CTS                     20.6       0.686           -526                1060
after global routing          20.9       0.733           -583                1080
after global placement        16.8       0.391           -569                 865
final                         20.9       0.689           -517                1080
after floorplan                  -       0.310          -64.6                 592
what timing repair did:
action	CTS	global route
pin swaps	6	2
setup endpoints to repair	7	9
setup buffers	13	0
gates resized	38	4
endpoints found under the hold margin	0	0
hold buffers	0	0
No activity file was given, so power comes from the tool's default toggle rates.
